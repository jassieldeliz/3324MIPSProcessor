### design.v
`timescale 1ns / 1ps
module alu32(                
   output[31:0] d,           
   output Cout, V,           
   input [31:0] a, b,        
   input Cin,                
   input [2:0] S,             
   output reg Z
   );
   wire [31:0] c, g, p;     
   wire gout, pout;     
   always@(d) begin          
        if(d == 0)
            Z = 1;
        else
            Z = 0; 
   end     
   alu_cell alucell[31:0] (  
      .d(d),
      .g(g),
      .p(p),
      .a(a),
      .b(b),
      .c(c),
      .S(S)
   );
   lac5 laclevel5(
      .c(c),
      .gout(gout),
      .pout(pout),
      .Cin(Cin),
      .g(g),
      .p(p)
   );
   overflow over(        
    .Cout(Cout),
    .V(V),
    .c31(c[31]),
    .gout(gout),
    .pout(pout),
    .Cin(Cin)
   );   
endmodule
module alu_cell (d, g, p, a, b, c, S);   
   output d, g, p;
   input a, b, c;
   input [2:0] S;      
   reg g,p,d,cint,bint;
   always @(a,b,c,S,p,g) begin 
     bint = S[0] ^ b;
     g = a & bint;
     p = a ^ bint;
     cint = S[1] & c;
     if(S[2] == 1)
         case(S[1:0])
            2'b00: d = a|b;
            2'b01: d = ~(a|b);
            2'b10: d = a&b;
            2'b11: d = 0;
         endcase
      else if(S[2] == 0)
            d = p ^ cint;
end
endmodule
module overflow (Cin, c31, Cout, V, gout, pout);     
    output Cout;
    output V;
    input Cin;
    input c31;
    input gout;
    input pout;
    assign Cout = gout | (pout & Cin);   
    assign V = c31 ^ Cout;               
endmodule
module lac(c, gout, pout, Cin, g, p);    
   output [1:0] c;
   output gout;
   output pout;
   input Cin;
   input [1:0] g;
   input [1:0] p;
   assign c[0] = Cin;
   assign c[1] = g[0] | ( p[0] & Cin );
   assign gout = g[1] | ( p[1] & g[0] );
   assign pout = p[1] & p[0];
endmodule
module lac2 (c, gout, pout, Cin, g, p);  
   output [3:0] c;
   output gout, pout;
   input Cin;
   input [3:0] g, p;
   wire [1:0] cint, gint, pint;
   lac leaf0(
      .c(c[1:0]),
      .gout(gint[0]),
      .pout(pint[0]),
      .Cin(cint[0]),
      .g(g[1:0]),
      .p(p[1:0])
   );
   lac leaf1(        
      .c(c[3:2]),
      .gout(gint[1]),
      .pout(pint[1]),
      .Cin(cint[1]),
      .g(g[3:2]),
      .p(p[3:2])
   );
   lac root(         
      .c(cint),
      .gout(gout),
      .pout(pout),
      .Cin(Cin),
      .g(gint),
      .p(pint)
   );
endmodule   
module lac3 (c, gout, pout, Cin, g, p);      
   output [7:0] c;
   output gout, pout;
   input Cin;
   input [7:0] g, p;
   wire [1:0] cint, gint, pint;
   lac2 leaf0(      
      .c(c[3:0]),
      .gout(gint[0]),
      .pout(pint[0]),
      .Cin(cint[0]),
      .g(g[3:0]),
      .p(p[3:0])
   );
   lac2 leaf1(
      .c(c[7:4]),
      .gout(gint[1]),
      .pout(pint[1]),
      .Cin(cint[1]),
      .g(g[7:4]),
      .p(p[7:4])
   );
   lac root(
      .c(cint),
      .gout(gout),
      .pout(pout),
      .Cin(Cin),
      .g(gint),
      .p(pint)
   );
endmodule
module lac4 (c, gout, pout, Cin, g, p);      
   output [15:0] c;
   output gout, pout;
   input Cin;
   input [15:0] g, p;
   wire [1:0] cint, gint, pint;
   lac3 leaf0(
      .c(c[7:0]),
      .gout(gint[0]),
      .pout(pint[0]),
      .Cin(cint[0]),
      .g(g[7:0]),
      .p(p[7:0])      
   );
   lac3 leaf1(
      .c(c[15:8]),
      .gout(gint[1]),
      .pout(pint[1]),
      .Cin(cint[1]),
      .g(g[15:8]),
      .p(p[15:8])
   );
   lac root(
      .c(cint),
      .gout(gout),
      .pout(pout),
      .Cin(Cin),
      .g(gint),
      .p(pint)
   );
endmodule
module lac5 (c, gout, pout, Cin, g, p);  
   output [31:0] c;
   output gout, pout;
   input Cin;
   input [31:0] g, p;
   wire [1:0] cint, gint, pint;
   lac4 leaf0(
      .c(c[15:0]),
      .gout(gint[0]),
      .pout(pint[0]),
      .Cin(cint[0]),
      .g(g[15:0]),
      .p(p[15:0])      
   );
    lac4 leaf1(
      .c(c[31:16]),
      .gout(gint[1]),
      .pout(pint[1]),
      .Cin(cint[1]),
      .g(g[31:16]),
      .p(p[31:16])
   );
   lac root(
      .c(cint),
      .gout(gout),
      .pout(pout),
      .Cin(Cin),
      .g(gint),
      .p(pint)
   );
endmodule
### run.sh
#!/bin/bash
# OpenROAD 26Q1-2900-gdf79404cd8, Yosys 0.63+post, stock flow scripts
make -C /OpenROAD-flow-scripts/flow DESIGN_CONFIG=/design/flow/config.mk WORK_HOME=/design/flow/orfs finish
### config.mk
export PLATFORM = sky130hd
export DESIGN_NAME = alu_cell
export DESIGN_NICKNAME = alu_cell
export VERILOG_FILES = /design/flow/design.v
export SDC_FILE = /design/flow/constraint.sdc
export NUM_CORES = 4
export LEC_CHECK = 1
export CORE_AREA = 10 10 70 70
export DIE_AREA = 0 0 80 80
### constraint.sdc
current_design alu_cell

set clk_period 2.1
set clk_io_pct 0.2

create_clock -name clk0 -period $clk_period

set non_clock_inputs [all_inputs -no_clocks]
set_input_delay [expr $clk_period * $clk_io_pct] -clock clk0 $non_clock_inputs
set_output_delay [expr $clk_period * $clk_io_pct] -clock clk0 [all_outputs]
==> impl_metrics.yaml <==
# implementation run metrics
outcome:
  status: "completed"
logic_synthesis:
  synth.logic.top_family: "simple AND/OR/NAND/NOR gates"
  yosysTopAreaCellShare_pct: 16.39
  synth-compound-area-share_pct: 24.59
  yosys_warnings: 1
  fa_ha_area_share_pct: 16.39
  ys_types: 10
  topCellsByArea: "ha_1, o32a_1, o41ai_1"
  syn_inst: 10
  yosys_area_um2: 76.32
  top_area_cell: "ha_1"
  ys_sh_simple_pct: 31.15
  synth.mux.area_fraction_pct: 0
  ys_seq_share_pct: 0
  synthXorXnorAreaFrac_pct: 22.95
  ys_cells: 10
  netlist_area_um2: 76.32
  synth_area_per_cell_um2: 7.632
final_timing:
  drv_slew: 0
  setup_viol: 0
  max_freq_mhz: 489.4
  tightestPinTransition_ns: 0.2755
  timing.slew.headroom_pct: 81.39
  worst_hold_slack_ns: 1.505
  rsz0062_at_grt: "false"
  tns_ns: 0
  fin_crit_ns: 2.044
  hold_viol: 0
  setup_slack_ns: 0.05648
  min_period_over_period_pct: 97.31
global_routing:
  antenna_found_initial: 0
  grt_pass1_wl_um: 772
  track_usage_pct: 1.526
  grt_pass1_vias: 141
  grt_overflow_total: 0
  grt_max_degree: 5
drt:
  drt_pass1_iterations: 2
  drt_iter0_drc: 3
  ant_nets: 0
  dr_total_vias: 122
  vias_per_cell: 1.794
  wl_per_cell_um: 7.162
  drc_errors: 0
  n_antenna_cell: 0
  drt_wl_total_um: 487
setup_path:
  required_ns: 1.68
  worst_path_most_repeated_cell: "dlygate4sd2_1"
  cp-end-kind: "primary output"
  cp_cell_sequence: "dlygate4sd2_1, nand2b_1, and3_1, o32a_1, dlygate4sd2_1"
  slowest_delay_ns: 0.34
  crit_type: "in -> out"
  worstPathMaxFanout: 3
  cp_num_buf_inv: 2
  arrival_ns: 1.62
  cp-start-kind: "input pin"
  slowest_stage: "o32a_1"
  startpoint: "a"
  critical_path.top_delay_family: "buffers and inverters"
min_path:
  min-delay-start: "b"
  worstHoldPathType: "in -> out"
power:
  p_int_mw: 0.03787
  p_switching_mw: 0.01953
  leakage_nw: 0.09657
  swShare_pct: 34.02
  peakVddDrop_mv: 0.04171
  seqPwrFrac_pct: 0
  p_clk_share_pct: 0
  power.density_nw_per_um2: 221.6
  combinationalPowerShare_pct: 100.0
job:
  warnings: 32
  max_cap_viol_count: 0
finish:
  stdcell_count: 68
  drive_gt1_share_pct: 36.36
  seqCellArea_um2: 0
  n_sequential_cell: 0
  area.growth.synth_to_final_pct: 239.3
  nClkBuffers: 0
floorplan:
  fp.dieW_um: 80
  die_area_um2: 6400
  fp.dieH_um: 80
  ios: 9
  num_rows: 21
  fp-utilization_pct: 2.234
  fp.coreArea_um2: 3416
place:
  gp_congestion: 0.6599
  dpl.cell_count: 67
  io_buffers: 9
  dp_slack_ns: -0.5018
[cells in the final DEF, fill, tap and decap left out]
cell type,n
nand2_1,1
o32a_1,1
nand2b_1,1
buf_4,3
o41ai_1,1
buf_2,2
nor3b_1,1
dlygate4sd2_1,4
and3_1,1
ha_4,1
clkdlybuf4s50_1,3
xor2_2,1
inv_1,1
xnor2_2,1
[stage by stage]
stage          instance area, um^2  utilization (%)  total power [mW]
2_1_floorplan                76.32                -           0.01252
5_1_grt                      259.0            7.582           0.06365
3_3_place_gp                 239.0            6.996           0.05029
4_1_cts                      259.0            7.582           0.05767
6_report                     259.0            7.582           0.05740
3_5_place_dp                 239.0            6.996           0.05095
[layout make-up]
cell class / count / area [um^2]
inverters: 1 / 3.754
fillers: 418 / 3157
multi-input cells: 9 / 100.1
well taps: 46 / 57.56
repair buffers: 12 / 97.59
[logic make-up after synthesis]
logic type	after synthesis
simple gates	4
compound gates	2
xor+xnor	2
fa+ha+maj	1
buf+inv	1
[worst paths after layout]
| path | end | slack (ns) | cells past startpoint |
|---|---|---|---|
| max | d | 0.06 | 5 |
| min | d | 1.50 | 4 |
[layer usage]
metal	share of wire, %	global-route usage [%]	vias to the layer above
met2	34	2.087	7
met4	0	0	0
met3	14	0.9091	0
li1	-	-	61
met5	0	0	-
met1	51	2.119	54
[tightest hold or removal path: cells and delay by family]
family | cells | cell delay [ns]
simple gates | 1 | 0.16
compound gates | 1 | 0.16
buf+inv | 2 | 0.34
[timing repair]
action / CTS / global route
hold buffers: 0 / 0
buffers inserted: 1 / 0
resized: 15 / 0
endpoints found under the setup margin: 3 / 0
[power groups by stage]
| stage | clock, mW | sequential [mW] | combinational, mW |
|---|---|---|---|
| finish | 0 | 0 | 0.0574 |
| CTS | 0 | 0 | 0.0577 |
| global route | 0 | 0 | 0.0636 |
Power figures rest on the tool's default switching activity, not on a simulated workload.
